<file path="flow/constraint.sdc">
current_design r4_mb8

set clk_period 3.2
set clk_io_pct 0.2

create_clock -name clk0 -period $clk_period

set non_clock_inputs [all_inputs -no_clocks]
set_input_delay [expr $clk_period * $clk_io_pct] -clock clk0 $non_clock_inputs
set_output_delay [expr $clk_period * $clk_io_pct] -clock clk0 [all_outputs]
</file>
<file path="flow/design.v">
 parameter acc_wl=16; 
 parameter ctl=6; 
 parameter dbits = acc_wl+3;
 parameter GRP_WIDTH=16;
 parameter acc_wl=16; 
 parameter ctl=6; 
 parameter dbits = acc_wl+ctl;
 parameter GRP_WIDTH=16;
module r4_mb8 #(parameter WIDTH = 8)(
input signed [WIDTH-1:0] mx,
input signed [WIDTH-1:0] my,
input CLK,
input RST,
output signed [15:0] sum,
output signed [15:0] carry
);
parameter group_cnt=(WIDTH>>1); 
wire [group_cnt - 1:0] s;
wire [group_cnt - 1:0] d;
wire [group_cnt - 1:0] n;
wire [group_cnt - 1:0] nze;
wire [group_cnt - 1:0] pze;
wire [group_cnt - 1:0] e;
wire [WIDTH:0] epp2d[0:group_cnt - 1];
wire [9:0] fpp0;
wire [9:0] fpp1;
wire [9:0] fpp2;
wire [9:0] fpp3;
			booth_encoder b_e0(.x({mx[1], mx[0], 1'b0}), .single(s[0]), .double(d[0]),  .neg(n[0]), .pzero(pze[0]), .nzero(nze[0]));
			booth_encoder b_e1(.x({mx[3], mx[2], mx[1]}), .single(s[1]), .double(d[1]), .neg(n[1]), .pzero(pze[1]), .nzero(nze[1]));
			booth_encoder b_e2(.x({mx[5], mx[4], mx[3]}), .single(s[2]), .double(d[2]), .neg(n[2]), .pzero(pze[2]), .nzero(nze[2]));
	                booth_encoder b_e3(.x({mx[7], mx[6], mx[5]}), .single(s[3]), .double(d[3]), .neg(n[3]), .pzero(pze[3]), .nzero(nze[3]));
genvar i, j;
generate
    for (j = 0; j < group_cnt; j = j + 1) begin: b_selector 
			booth_selector bs(.double(d[j]), .shifted(1'b0), .single(s[j]), .y(my[0]), .neg(n[j]), .p(epp2d[j][0]));
			booth_selector bs0(.double(d[j]), .shifted(my[0]), .single(s[j]), .y(my[1]), .neg(n[j]), .p(epp2d[j][1]));
			booth_selector bs1(.double(d[j]), .shifted(my[1]), .single(s[j]), .y(my[2]), .neg(n[j]), .p(epp2d[j][2]));
			booth_selector bs2(.double(d[j]), .shifted(my[2]), .single(s[j]), .y(my[3]), .neg(n[j]), .p(epp2d[j][3]));
			booth_selector bs3(.double(d[j]), .shifted(my[3]), .single(s[j]), .y(my[4]), .neg(n[j]), .p(epp2d[j][4]));
			booth_selector bs4(.double(d[j]), .shifted(my[4]), .single(s[j]), .y(my[5]), .neg(n[j]), .p(epp2d[j][5]));
			booth_selector bs5(.double(d[j]), .shifted(my[5]), .single(s[j]), .y(my[6]), .neg(n[j]), .p(epp2d[j][6]));
			booth_selector bs6(.double(d[j]), .shifted(my[6]), .single(s[j]), .y(my[7]), .neg(n[j]), .p(epp2d[j][7]));
			booth_selector bs7(.double(d[j]), .shifted(my[7]), .single(s[j]), .y(my[7]), .neg(n[j]), .p(epp2d[j][8]));
end
endgenerate
assign e[0] = nze[0] ? 1'b0:(~(my[WIDTH-1] ^ n[0]) | pze[0]);
assign e[1] = nze[1] ? 1'b0:(~(my[WIDTH-1] ^ n[1]) | pze[1]);
assign e[2] = nze[2] ? 1'b0:(~(my[WIDTH-1] ^ n[2]) | pze[2]);
assign e[3] = nze[3] ? 1'b0:(~(my[WIDTH-1] ^ n[3]) | pze[3]);
assign fpp0 = {~e[0] , epp2d[0]};
assign fpp1 = {e[1] , epp2d[1]};
assign fpp2 = {e[2] , epp2d[2]};
assign fpp3 = {e[3] , epp2d[3]};
wire [15:0] SUM;
wire [14:0] CARRY; 
wire INT_SUM[29:0];
wire INT_CARRY[28:0];
HALF_ADDER HA0(.a(fpp0[0]), .b(n[0]) , .sum(INT_SUM[0]), .cout(INT_CARRY[0]));
assign SUM[0]=INT_SUM[0];
assign CARRY[0]=INT_CARRY[0];
assign INT_SUM[1]=fpp0[1];
assign SUM[1]=INT_SUM[1];
assign CARRY[1]=1'b0;
FULL_ADDER FA0(.a(fpp0[2]), .b(fpp1[0]), .cin(n[1]), .sum(INT_SUM[2]), .cout(INT_CARRY[1]));
assign SUM[2]=INT_SUM[2];
assign CARRY[2]=INT_CARRY[1];
HALF_ADDER HA1(.a(fpp0[3]), .b(fpp1[1]) , .sum(INT_SUM[3]), .cout(INT_CARRY[2]));
assign SUM[3]=INT_SUM[3];
assign CARRY[3]=INT_CARRY[2];
FULL_ADDER FA1(.a(fpp0[4]), .b(fpp1[2]), .cin(fpp2[0]), .sum(INT_SUM[4]), .cout(INT_CARRY[4]));
HALF_ADDER HA2(.a(INT_SUM[4]), .b(n[2]) , .sum(INT_SUM[5]), .cout(INT_CARRY[3]));
assign SUM[4]=INT_SUM[5];
assign CARRY[4]=INT_CARRY[3];
FULL_ADDER FA2(.a(fpp0[5]), .b(fpp1[3]), .cin(fpp2[1]), .sum(INT_SUM[6]), .cout(INT_CARRY[6]));
HALF_ADDER HA3(.a(INT_SUM[6]), .b(INT_CARRY[4]) , .sum(INT_SUM[7]), .cout(INT_CARRY[5]));
assign SUM[5]=INT_SUM[7];
assign CARRY[5]=INT_CARRY[5];
FULL_ADDER FA3(.a(fpp0[6]), .b(fpp1[4]), .cin(fpp2[2]), .sum(INT_SUM[8]), .cout(INT_CARRY[9]));
HALF_ADDER HA4(.a(fpp3[0]), .b(n[3]) , .sum(INT_SUM[9]), .cout(INT_CARRY[8]));
FULL_ADDER FA4(.a(INT_SUM[8]), .b(INT_SUM[9]), .cin(INT_CARRY[6]), .sum(INT_SUM[10]), .cout(INT_CARRY[7]));
assign SUM[6]=INT_SUM[10];
assign CARRY[6]=INT_CARRY[7];
FULL_ADDER FA5(.a(fpp0[7]), .b(fpp1[5]), .cin(fpp2[3]), .sum(INT_SUM[11]), .cout(INT_CARRY[12]));
HALF_ADDER HA5(.a(fpp3[1]), .b(INT_CARRY[8]) , .sum(INT_SUM[12]), .cout(INT_CARRY[11]));
FULL_ADDER FA6(.a(INT_SUM[11]), .b(INT_SUM[12]), .cin(INT_CARRY[9]), .sum(INT_SUM[13]), .cout(INT_CARRY[10]));
assign SUM[7]=INT_SUM[13];
assign CARRY[7]=INT_CARRY[10];
FULL_ADDER FA7(.a(fpp0[8]), .b(fpp1[6]), .cin(fpp2[4]), .sum(INT_SUM[14]), .cout(INT_CARRY[15]));
HALF_ADDER HA6(.a(fpp3[2]), .b(INT_CARRY[11]) , .sum(INT_SUM[15]), .cout(INT_CARRY[14]));
FULL_ADDER FA8(.a(INT_SUM[14]), .b(INT_SUM[15]), .cin(INT_CARRY[12]), .sum(INT_SUM[16]), .cout(INT_CARRY[13]));
assign SUM[8]=INT_SUM[16];
assign CARRY[8]=INT_CARRY[13];
FULL_ADDER FA9(.a(fpp0[9]), .b(fpp1[7]), .cin(fpp2[5]), .sum(INT_SUM[17]), .cout(INT_CARRY[18]));
HALF_ADDER HA7(.a(fpp3[3]), .b(INT_CARRY[14]) , .sum(INT_SUM[18]), .cout(INT_CARRY[17]));
FULL_ADDER FA10(.a(INT_SUM[17]), .b(INT_SUM[18]), .cin(INT_CARRY[15]), .sum(INT_SUM[19]), .cout(INT_CARRY[16]));
assign SUM[9]=INT_SUM[19];
assign CARRY[9]=INT_CARRY[16];
FULL_ADDER FA11(.a(~e[0]), .b(fpp1[8]), .cin(fpp2[6]), .sum(INT_SUM[20]), .cout(INT_CARRY[21]));
HALF_ADDER HA8(.a(fpp3[4]), .b(INT_CARRY[17]) , .sum(INT_SUM[21]), .cout(INT_CARRY[20]));
FULL_ADDER FA12(.a(INT_SUM[20]), .b(INT_SUM[21]), .cin(INT_CARRY[18]), .sum(INT_SUM[22]), .cout(INT_CARRY[19]));
assign SUM[10]=INT_SUM[22];
assign CARRY[10]=INT_CARRY[19];
FULL_ADDER FA13(.a(e[0]), .b(fpp1[9]), .cin(fpp2[7]), .sum(INT_SUM[23]), .cout(INT_CARRY[24]));
HALF_ADDER HA9(.a(fpp3[5]), .b(INT_CARRY[20]) , .sum(INT_SUM[24]), .cout(INT_CARRY[23]));
FULL_ADDER FA14(.a(INT_SUM[23]), .b(INT_SUM[24]), .cin(INT_CARRY[21]), .sum(INT_SUM[25]), .cout(INT_CARRY[22]));
assign SUM[11]=INT_SUM[25];
assign CARRY[11]=INT_CARRY[22];
FULL_ADDER FA15(.a(1'b1), .b(fpp2[8]), .cin(fpp3[6]), .sum(INT_SUM[26]), .cout(INT_CARRY[26]));
FULL_ADDER FA16(.a(INT_SUM[26]), .b(INT_CARRY[23]), .cin(INT_CARRY[24]), .sum(INT_SUM[27]), .cout(INT_CARRY[25]));
assign SUM[12]=INT_SUM[27];
assign CARRY[12]=INT_CARRY[25];
FULL_ADDER FA17(.a(fpp2[9]), .b(fpp3[7]), .cin(INT_CARRY[26]), .sum(INT_SUM[28]), .cout(INT_CARRY[27]));
assign SUM[13]=INT_SUM[28];
assign CARRY[13]=INT_CARRY[27];
HALF_ADDER HA10(.a(1'b1), .b(fpp3[8]), .sum(INT_SUM[29]), .cout(INT_CARRY[28]));
assign SUM[14]  =INT_SUM[29];
assign CARRY[14]=INT_CARRY[28];
assign SUM[15]=fpp3[9];
assign carry={CARRY,1'b0};
assign sum=SUM;
endmodule
module booth_encoder (x, single, double, neg, pzero,nzero);
input [2:0]x;
output single;
output  double;
output neg;
output pzero;
output nzero;
wire w0;
wire w1;
assign single = x[0] ^ x[1];
assign neg = x[2];
assign  w0 = ~(x[1] ^ x[2]);
assign  w1 = (x[0] ^ x[1]);
assign pzero = ~x[0] & ~x[1] & ~x[2];
assign nzero = x[0] & x[1] & x[2];
assign double =~(w0|w1);
endmodule
module booth_selector (double, shifted, single, y, neg, p);
input double;
input shifted;
input single;
input y;
input neg;
output p;
assign  p = (neg ^ ((y & single) | (shifted & double)));
endmodule
module FULL_ADDER ( a, b, cin, sum, cout );
input  a;
input  b;
input  cin;
output sum;
output cout;
   wire TMP;
   assign TMP = a ^ b;
   assign sum = TMP ^ cin;
   assign cout =  ~ (( ~ (TMP & cin)) & ( ~ (a & b)));
endmodule
module HALF_ADDER ( a, b, sum, cout );
input  a;
input  b;
output sum;
output cout;
   assign sum = a ^ b;
   assign cout = a & b;
endmodule
</file>
<file path="flow/run.sh">
#!/bin/bash
# OpenROAD 26Q1-2900-gdf79404cd8, Yosys 0.63+post, stock flow scripts
make -C /OpenROAD-flow-scripts/flow DESIGN_CONFIG=/design/flow/config.mk WORK_HOME=/design/flow/orfs finish
</file>
<file path="flow/config.mk">
export PLATFORM = sky130hd
export DESIGN_NAME = r4_mb8
export DESIGN_NICKNAME = r4_mb8
export VERILOG_FILES = /design/flow/design.v
export SDC_FILE = /design/flow/constraint.sdc
export NUM_CORES = 4
export LEC_CHECK = 1
export CORE_UTILIZATION = 30
</file>
==> results.cfg <==
; physical design summary
[status]
run_status = complete, but fails checks
failing_checks = setup timing

[placed_design]
place.port_buffers = 46
place_worst_setup_slack_ns = -1.186
placed_area_um2 = 2550
detailedPlacementHpwl_um = 3490
placed_cells = 344
gpl.final_weighted_congestion = 0.8268

[final_timing]
period_utilization_pct = 113.6
setup_repair_after_global_routing_missed_its_margin = yes
min_period_ns = 3.634
timing.final.hold_violations = 0
final-setup-viol-count = 16
final.setup.worst_slack_ns = -0.4339
final-max-slew-violation-count = 0
max_freq_ghz = 0.2752
tns_ns = -2.428

[die]
initial_utilization_pct = 31.92
floorplan.die_area_um2 = 6354
row_count = 27
die.size.y_um = 79.71
chipWidth_um = 79.71
core_um2 = 5675
floorplan.io_pins = 50

[route]
route.detailed.vias_per_inst = 4.836
route.detailed.drc = 0
detailedRoute.firstIterationViolations = 54
count_of_nets_left_with_antenna_violations_after_detail_routing = 0
vias = 1823
drt_wl_total_um = 4997
total_iterations_of_the_first_detailed_routing_run = 4
antennaDiodeCount = 0
wl_per_instance_um = 13.25

[finish]
flow.area_growth_from_synthesis_pct = 71.75
final_cell_count_no_fill = 377
ff_latch_area_um2 = 0
design.seq.count = 0
final_layout_top_logic_cell = sky130_fd_sc_hd__buf_4
post_route_cells_drive_above_1_share_pct = 65.25
clockBufferCount = 0
finalInstanceArea_um2 = 3112
most-common-layout-cells = 56 x sky130_fd_sc_hd__buf_4, 26 x sky130_fd_sc_hd__buf_6, 17 x sky130_fd_sc_hd__buf_2

[power_and_ir_drop]
switching_power_mw = 0.3076
sequentialPowerShare_pct = 0
power.share.switching_pct = 41.38
total_leakage_power_nw = 1.394
share_clk_of_total_power_pct = 0
share_comb_of_total_power_pct = 100.0
max-vdd-ir-drop_v = 0.0001347
power_report.internal_total_mw = 0.4358
power_density_nw_per_um2 = 238.9

[critical_path]
path_common_cell = sky130_fd_sc_hd__ha_4
critPathArrivalTime_ns = 2.99
timing.critical_path.from_type = input port
critical-path-slowest-cell = sky130_fd_sc_hd__fa_2
criticalPathCategory = in -> out
worst_path_max_fanout = 6
worstPathCellList = buf_8, inv_4, ha_4, buf_6, a211oi_2, a221oi_2, ha_2, ha_4, ha_4, ha_4, ha_4, inv_2, fa_2, inv_2, buf_2
cp_capture_type = primary output
critical_path_required_ns = 2.56
slowest_delay_ns = 0.51

[synth]
ys_types = 31
synth_area_um2 = 1812
portion_of_the_post_synthesis_area_used_by_sequential_elements_pct = 0
ys_cells = 229
synthesis.instances = 229
area_of_the_synthesized_netlist_per_yosys_stat_um2 = 1812
postSynthAreaPerCell_um2 = 7.912
synthesis.yosys.warnings = 1

[global_route]
groute.usage.overall_pct = 16.98
grt_first_pass_wirelength_um = 8438
overflow = 0
pin_count_of_the_biggest_net_entering_global_routing = 21
antenna_violations_before_repair = 0
grt_pass1_vias = 1738

[worst_hold_path]
hp-class = in -> out

[run]
tool_warnings = 40
cap_viol_max_count = 0
kinds of logic (layout without fill, tap and decap cells):
group / after synthesis / count (layout) / synth area share [%]
compound gates: 61 / 61 / 22.79
mux: 15 / 15 / 8.702
buf+inv: 76 / 151 / 23.76
simple gates: 32 / 32 / 9.807
fa+ha+maj: 33 / 33 / 29.42
xor+xnor: 11 / 11 / 5.318
other cells: 1 / 2 / 0.2070
path summary, 6_finish.rpt:
path | endpoint | startpoint | cells past startpoint
setup / recovery | sum[11] | mx[6] | 15
hold / removal | sum[4] | mx[5] | 4
layout make-up:
class              count  area, um2
well taps             72      90.09
inverters             24      103.9
fillers              481       2564
repair buffers       127       1105
multi-input cells    154       1813
worst max-delay path, delay by kind of cell:
kind | cells | cell delay, ns
adders and majority gates | 7 | 1.65
buffers and inverters | 6 | 0.43
AOI/OAI and AO/OA | 2 | 0.28
cell usage after synthesis, drive strengths merged:
cell type,instances,area (um2)
a211oi,14,105.1
a21oi,7,35.03
a221oi,8,70.07
a22o,1,8.760
a22oi,9,67.56
and2,2,12.51
and2b,4,30.03
and3b,1,8.760
buf,48,322.8
clkbuf,4,17.52
conb,1,3.750
fa,16,320.3
ha,17,212.7
inv,24,90.09
mux2,6,67.56
mux2i,9,90.09
nand2,7,26.28
nand2b,3,18.77
nand3,2,10.01
nor2,7,33.78
nor2b,6,37.54
o211ai,1,7.510
o21a,1,7.510
o21ai,17,85.08
o31a,3,26.28
xnor2,4,35.03
xor2,7,61.31
repair_timing:
action                                  in CTS  in global routing
pin swaps                                   37                 29
gates resized                              188                 32
cloned                                       1                  0
endpoints found under the setup margin      24                 22
hold buffers                                 0                  0
setup buffers                               25                  8
metrics by stage:
step | power (mW) | utilization (%) | hold slack, ns
2_1_floorplan | 0.4771 | - | 1.435
4_1_cts | 0.6873 | 51.57 | 1.849
3_3_place_gp | 0.6743 | 44.93 | 2.369
6_report | 0.7434 | 54.83 | 1.857
3_5_place_dp | 0.6760 | 44.93 | 2.361
5_1_grt | 0.8489 | 54.83 | 1.891
per-layer routing:
metal	track usage [%]	share of wire (%)	vias up
li1	-	-	908
met1	25.80	49	881
met2	28.46	47	32
met3	1.044	2.8	2
met4	0	0.62	0
met5	0	0	-
power by group through the flow:
| stage | logic, mW | registers, mW | clock network (mW) |
|---|---|---|---|
| final | 0.743 | 0 | 0 |
| after CTS | 0.687 | 0 | 0 |
| after global routing | 0.849 | 0 | 0 |
No activity file was given, so power comes from the tool's default toggle rates.
